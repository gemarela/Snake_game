==> flow/design.v <==
`timescale 1ns / 1ps
module LevelDebounce_rst(clk, 
								 button, 
								 debounce);
	input  	  clk,
				  button;
	output 	  debounce;
	reg [19:0] cntr;
	reg 		  debounce;
	reg 		  button_1;
	reg 		  button_sync;
	always @(posedge clk)
	begin
		button_1 <= button;
		button_sync <= button_1;
	end
	always @(posedge clk )
	begin
		if (button_sync)begin
			cntr = cntr+1;
			if(cntr == 1000000)
			begin
				cntr = 0 ;
				debounce = 1;
			end
		end
		else
		begin
			cntr = 0;
			debounce = 0;
		end		
	end
endmodule
==> flow/run.sh <==
#!/bin/bash
# OpenROAD 26Q1-2900-gdf79404cd8, Yosys 0.63+post, stock flow scripts
make -C /OpenROAD-flow-scripts/flow DESIGN_CONFIG=/design/flow/config.mk WORK_HOME=/design/flow/orfs finish
==> flow/config.mk <==
export PLATFORM = sky130hd
export DESIGN_NAME = LevelDebounce_rst
export DESIGN_NICKNAME = LevelDebounce_rst
export VERILOG_FILES = /design/flow/design.v
export SDC_FILE = /design/flow/constraint.sdc
export NUM_CORES = 4
export LEC_CHECK = 1
export CORE_AREA = 10 10 81 81
export DIE_AREA = 0 0 91 91
==> flow/constraint.sdc <==
current_design LevelDebounce_rst

set clk_period 4.2
set clk_io_pct 0.2

create_clock -name clk0 -period $clk_period [get_ports {clk}]

set non_clock_inputs [all_inputs -no_clocks]
set_input_delay [expr $clk_period * $clk_io_pct] -clock clk0 $non_clock_inputs
set_output_delay [expr $clk_period * $clk_io_pct] -clock clk0 [all_outputs]
==> impl_report.txt <==
IMPLEMENTATION SUMMARY REPORT
----------------------------------------------------
[Status]
  Status ........................ completed

[Final timing]
  Total negative slack for setup checks ........................ 0 ns
  Peak Freq ........................ between 300 and 400 MHz
  Final Max Tran Viols ........................ 0
  Post-route worst hold slack ........................ ~0.33 ns
  Final worst clock skew ........................ 0.002381 ns
  Total setup violations reported at the end of the flow ........................ 0
  Final worst-path cycle share ........................ about two thirds
  Worst-case setup margin in the final layout ........................ between 1 and 1.5 ns
  Worst slew margin ........................ between 40% and 50%
  Actual slew at the worst max-slew pin ........................ around 0.75 ns
  Fin crit period ........................ roughly 2.9 ns
  Unrepaired setup endpoints after global routing ........................ no
  Number of hold violations in the final report ........................ 0

[Placement]
  Routability Congestion ........................ around 0.84
  Worst slack at placement ........................ roughly 1.4 ns
  Total placed cells including tap cells ........................ 198
  HPWL after detailed placement ........................ roughly 1600 microns
  PortBufs ........................ 2

[Floorplan]
  Chip Height ........................ 91 microns
  Standard-cell rows ........................ 25
  Core box area ........................ 0.004817 sq mm
  Starting utilization of the core area ........................ between 20% and 30%
  DIE WIDTH ........................ ~91 microns
  Top Ports ........................ 3
  Overall die area ........................ just over 0.008 sq mm

[Logic synthesis]
  FFs w/ async S/R, synth ........................ 0%
  Yosys reg bits ........................ 23
  Total number of yosys warnings ........................ 1
  Unique cell types ........................ 35
  Commonest register cell after synthesis ........................ sky130_fd_sc_hd__dfxtp_1
  Mean instance size in the synthesized netlist ........................ 8.956 sq um
  Number of cell instances after yosys synthesis ........................ about 130
  Area of the synthesized netlist per yosys stat ........................ roughly 0.0012 sq mm
  Register share after synthesis ........................ approximately two fifths
  Netlist area before placement ........................ about 0.0012 sq mm
  Synthesized netlist cell count ........................ roughly 130
  Number of synthesized flops with an enable pin ........................ 0

[Setup path]
  Type of element capturing the critical path ........................ flop
  Classification of the worst setup path ........................ flop to flop
  Crit path arrival time ........................ between 3 and 4 ns
  RR Startpoint ........................ cntr[8]
  Minimum setup slack among reg-to-reg paths ........................ approximately 1.3 ns
  Peak fanout along the critical path ........................ 11
  Biggest cell delay along the critical path ........................ about 0.70 ns
  Cell depth of the worst flop-to-flop path ........................ 7
  Dominant delay contributor by cell family on the critical path ........................ simple AND/OR/NAND/NOR gates
  Required time of the critical path ........................ 4.36 ns
  Kind of start point of the critical path ........................ flop
  Crit path buf inv count ........................ 1
  End of the worst register-to-register path ........................ cntr[5]
  Worst Setup SP ........................ cntr[8]
  Critical Path Slowest Stage Cell ........................ sky130_fd_sc_hd__nor4_1
  Ordered cell list for the critical path ........................ nand4_4, nor4_1, mux2i_1, o211ai_2, o41ai_4, buf_4, o21ba_2

[GRT]
  Maximum number of pins on one net before global-route repair ........................ 14
  First-pass GRT wire length ........................ around 3900 microns
  Global route total overflow ........................ 0
  Number of global-route vias before repair ........................ around 860
  Antenna violations before repair ........................ 0
  GR Util All Layers ........................ 5.289%

[Routing]
  Vias per cell ........................ roughly 4.3
  Post-detailed-route count of antenna-violating nets ........................ 0
  Iteration-0 DRC Markers ........................ around 58
  Detailed-route wire length ........................ roughly 2100 microns
  N_diodes ........................ 0
  DRC Markers ........................ 0
  Length of the first detailed-routing pass in iterations ........................ 4
  Vias post-DR ........................ between 800 and 900
  Post-detailed-route wirelength per cell ........................ 10.47 microns

[Power and ir drop]
  PnR Total Power ........................ about 0.37 mW
  Largest vdd supply drop ........................ about 0.00025 V
  Ratio of total power to cell area ........................ between 200 and 300 mW/mm^2
  Static Leak ........................ 0.4371 nW

[Cells and area]
  Proportion of layout cells with a drive suffix above 1 ........................ under 10%
  Dominant logic cell type in the layout ........................ sky130_fd_sc_hd__dfxtp_1
  Relative area change from synthesis to final layout ........................ 10.71%
  Layout Cells excl Fill ........................ approximately 200
  Fill cell count ........................ between 500 and 600
  Commonest cells after routing, fill and taps aside ........................ 23 x sky130_fd_sc_hd__dfxtp_1, 19 x sky130_fd_sc_hd__nor2_1, 10 x sky130_fd_sc_hd__nand2_1, 10 x sky130_fd_sc_hd__xnor2_1, 10 x sky130_fd_sc_hd__nand3_1

[Clock network]
  CTS root buffer ........................ sky130_fd_sc_hd__clkbuf_8
  Clock sink count ........................ 23
  Gates resized, CTS repair ........................ 0
  Number of hold-repair buffers added at the cts stage ........................ 0
  Buffers inserted by post-CTS timing repair ........................ 0
  Number of CTS-inserted buffers ........................ 3
  Worst-case clock buffer depth ........................ 2
  Clock tree from TritonCTS ........................ built
  Clock edge transition at the registers on the reported setup and hold paths ........................ ~0.08 ns
  Worst-Skew Late Latency ........................ around 0.26 ns
  H-Tree Depth ........................ 1

[Hold path]
  Worst hold stages ........................ 0
  HP Start ........................ button_1
  Worst Hold Class ........................ flop to flop
  Terminating pin of the worst hold path ........................ button_sync

[Flow run]
  Tool warnings ........................ 26
  Max-capacitance violation count ........................ 0

----------------------------------------------------
[worst max path at each step]
stage,endpoint,depth (start not counted)
finish,cntr[5],7
global route,cntr[5],7
CTS,cntr[5],7
[kinds of logic after synthesis]
logic type	count (synthesis)	synth area share [%]
buf+inv	8	3.466
xor+xnor	18	13.24
fa+ha+maj	2	2.101
mux	1	0.8404
compound gates	11	10.19
simple gates	70	31.51
flops	23	38.66
[state kept, by name (all words and copies together) (netlist names)]
register and flops:
button_1 1, cntr 20, button_sync 1, debounce 1
[power by group]
part	internal, mW	switching [mW]	leakage (nW)	total, mW
Sequential	0.221	0.00527	0.187	0.227
Clock	0.0662	0.0687	0.0255	0.135
Combinational	0.00602	0.00634	0.225	0.0124
[cells in the mapped netlist, types with 2 or more instances]
master,instances,area share [%]
sky130_fd_sc_hd__and2_1,3,1.6
sky130_fd_sc_hd__and3_1,2,1.1
sky130_fd_sc_hd__buf_2,3,1.3
sky130_fd_sc_hd__dfxtp_1,23,39
sky130_fd_sc_hd__ha_1,2,2.1
sky130_fd_sc_hd__inv_1,3,0.95
sky130_fd_sc_hd__nand2_1,10,3.2
sky130_fd_sc_hd__nand3_1,10,4.2
sky130_fd_sc_hd__nand4_1,6,3.2
sky130_fd_sc_hd__nor2_1,19,6.0
sky130_fd_sc_hd__nor2b_1,2,1.1
sky130_fd_sc_hd__nor3_1,7,2.9
sky130_fd_sc_hd__nor3b_1,2,1.3
sky130_fd_sc_hd__nor4_1,3,1.6
sky130_fd_sc_hd__o21a_1,2,1.3
sky130_fd_sc_hd__xnor2_1,10,7.4
sky130_fd_sc_hd__xor2_1,8,5.9
[through the flow]
step | util (%) | area, sq um
floorplan | - | 1191
global placement | 26.42 | 1272
detailed placement | 26.42 | 1272
CTS | 27.38 | 1319
global route | 27.38 | 1319
finish | 27.38 | 1319
[area by class of cell]
class | instances | area, sq um | share of cell area [%]
multi-input combinational | 102 | 689.4 | 52.28
clock inverter | 1 | 5.005 | 0.3795
timing repair buffer | 3 | 27.53 | 2.087
clock buffer | 3 | 41.29 | 3.131
sequential | 23 | 460.4 | 34.91
tap | 67 | 83.83 | 6.357
inverter | 3 | 11.26 | 0.8539
[per-layer routing]
metal | vias to the layer above | track usage (%) | wire, microns
met5 | - | 0 | 0
met4 | 0 | 0.2611 | 0
met3 | 0 | 1.411 | 75
met2 | 7 | 8.592 | 889
met1 | 387 | 7.275 | 1148
li1 | 473 | - | -
Power figures rest on the tool's default switching activity, not on a simulated workload.
