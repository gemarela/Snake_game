[run.sh]
#!/bin/bash
# OpenROAD 26Q1-2900-gdf79404cd8, Yosys 0.63+post, stock flow scripts
make -C /OpenROAD-flow-scripts/flow DESIGN_CONFIG=/design/flow/config.mk WORK_HOME=/design/flow/orfs finish
[config.mk]
export PLATFORM = sky130hd
export DESIGN_NAME = LevelDebounce
export DESIGN_NICKNAME = LevelDebounce
export VERILOG_FILES = /design/flow/design.v
export SDC_FILE = /design/flow/constraint.sdc
export NUM_CORES = 4
export LEC_CHECK = 1
export CORE_AREA = 10 10 98 98
export DIE_AREA = 0 0 108 108
[constraint.sdc]
current_design LevelDebounce

set clk_period 5.6
set clk_io_pct 0.2

create_clock -name clk0 -period $clk_period [get_ports {clk}]

set non_clock_inputs [all_inputs -no_clocks]
set_input_delay [expr $clk_period * $clk_io_pct] -clock clk0 $non_clock_inputs
set_output_delay [expr $clk_period * $clk_io_pct] -clock clk0 [all_outputs]
[design.v]
`timescale 1ns / 1ps
module LevelDebounce(clk,
							rst, 
							button, 
							debounce);
	input  	  clk,
				  rst,
				  button;
	output 	  debounce;
	reg [19:0] cntr;
	reg 		  debounce;
	reg 		  button_1;
	reg 		  button_sync;
	always @(posedge clk)
	begin
		button_1 <= button;
		button_sync <= button_1;
	end
	always @(posedge clk or posedge rst)
	begin
		if(rst)
		begin
			cntr = 0;
			debounce = 0;
		end
		else if (button_sync)
		begin
			cntr = cntr+1;
			if(cntr == 1000000)
			begin
				cntr = 0 ;
				debounce = 1;
			end
		end
		else
		begin
			cntr = 0;
			debounce = 0;
		end		
	end
endmodule
==> run_results.csv <==
group,metric,value,unit
placement,gp_congestion,0.862,
synthesis,edf_count,0,
power_and_ir_drop,total_power,284,µW
clock_tree,cts_setup_buffers,0,
floorplanning,num_io_pins,4,
final_timing,worst_pin_slew,0.870,ns
power_and_ir_drop,clock_power_share,0.352,
clock_tree,clk_pin_slew,0.08,ns
global_routing,grt_pass1_vias,936,
layout,area_delta_synth_final,12.1,%
final_timing,fin_tns_setup,0,ns
outcome,status,"finished, final reports clean",
power_and_ir_drop,power_density,194,nW/µm²
setup_path,crit_fanout,16,
synthesis,ys.flops,23,
detailed_routing,drcViolationCount,0,
min_path,worstHoldEndpoint,"button_sync",
setup_path,cp.arrival,2.80,ns
final_timing,max_freq,373,MHz
floorplanning,row_count,32,
min_path,hold_path_depth,0,
detailed_routing,totalWireLength,2270,µm
power_and_ir_drop,swShare,0.218,
setup_path,required,5.71,ns
run,warning_count,26,
run,cap_violations,0,
synthesis,ys_cells,140,
synthesis,ys_seq_frac,0.433,
synthesis,yosysMostFrequentCell,"dfrtp_1",
floorplanning,core_area,7650,µm²
global_routing,grt_max_degree,22,
detailed_routing,first_pass_iters,4,
detailed_routing,vias_per_cell,3.85,
synthesis,netlist.area_leader.share,0.402,
synthesis,avgSynthCellArea,9.33,µm²
clock_tree,holdBufCountCts,0,
placement,hpwl,1680,µm
synthesis,yosysWarningCount,1,
global_routing,grt_pass1_wl,4200,µm
clock_tree,clock_latency,0.26,ns
detailed_routing,drt_iter0_markers,86,
min_path,hold_path.class,"reg2reg",
setup_path,critPathLaunchType,"flip-flop",
final_timing,slew_viol_final,0,
layout,drive_above_1_share,0.0580,
final_timing,skew,0.00441,ns
floorplanning,die_y,108,µm
final_timing,max_slew_margin,0.418,
final_timing,hold_viol,0,
clock_tree,cts_buffer_depth,2,
clock_tree,cts_inserted_buffers,3,
synthesis,synth_chip_area,1310,µm²
detailed_routing,insertedDiodeCount,0,
layout,fillers,825,
detailed_routing,vias,923,
setup_path,path_class,"reg2reg",
power_and_ir_drop,ir_drop,0.0737,mV
setup_path,rr_startpoint,"cntr[0]",
floorplanning,die_x,108,µm
final_timing,period_used_share,0.479,
final_timing,rsz0062_at_grt,"false",
floorplanning,fp_util,0.171,
global_routing,antenna_found_initial,0,
power_and_ir_drop,power.internal,222,µW
global_routing,grt_usage,0.0417,
synthesis,synth_area,1310,µm²
placement,io_buffer_count,3,
power_and_ir_drop,netSwitchingPower,61.8,µW
global_routing,grt_overflow,0,
detailed_routing,wl_per_cell,9.45,µm
synthesis,ys_async_sr_fraction,0.913,
floorplanning,fp.dieArea,11700,µm²
setup_path,reg2regPathDepth,7,
synthesis,top_cells_by_area,"dfrtp_1 (40%), xor2_1 (8.7%), nor2_1 (5.5%)",
clock_tree,cts_root_buf,"clkbuf_8",
clock_tree,clock_sinks,23,
final_timing,setup_viol,0,
power_and_ir_drop,leakage,0.000583,µW
power_and_ir_drop,pwr-share-comb,0.044,
min_path,min-delay-start,"button_1",
setup_path,r2r-end,"cntr[2]",
setup_path,r2r_slack,2.92,ns
power_and_ir_drop,p_seq_frac,0.604,
synthesis,yosys.area.top_type,"dfrtp_1",
detailed_routing,ant_nets,0,
setup_path,cp-end-kind,"flip-flop",
synthesis,ys_top_cells_by_count,"dfrtp_1 (21), nor2_1 (19), xor2_1 (13), nand2_1 (8), nand3_1 (8)",
final_timing,fin_crit,2.68,ns
synthesis,syn_inst,140,
clock_tree,cts_tree,"yes",
synthesis,ys.flop_type,"dfrtp_1",
clock_tree,cts.repair.resized,0,
synthesis,ys_types,36,
clock_tree,htree_levels,1,
-- state kept, by name, summed over array words and instances (netlist names) --
name,flops
cntr,20
debounce,1
button_sync,1
button_1,1
-- worst max-delay path, stage by stage (launching register included) --
cell	delay [ns]
dfrtp_1	0.42
ha_1	0.27
nand4_1	0.18
nor3_1	0.38
and3_1	0.23
o21ai_1	0.10
o41ai_4	0.84
nor2_1	0.11
-- per-layer routing --
layer | routed length (µm) | global-route usage
met1 | 1120 | 0.0586
met2 | 1090 | 0.0690
met3 | 13 | 0.00241
met4 | 41 | 0.00954
met5 | 0 | 0
-- power groups by stage --
stage | logic [µW] | clock network (µW) | registers [µW]
final | 12.5 | 99.9 | 172
after global routing | 14.8 | 113 | 172
after CTS | 13.0 | 106 | 172
-- worst max path at each step --
stage	from	to	slack [ns]	cells after the start
4_1_cts	cntr[0]	cntr[2]	2.93	7
5_1_grt	cntr[0]	cntr[2]	2.65	7
6_report	cntr[0]	cntr[2]	2.92	7
-- cell type report --
type / instances / area (µm²) / area share
Sequential cell: 23 / 566 / 0.386
Clock inverter: 1 / 5.00 / 0.00342
Timing Repair Buffer: 3 / 30.0 / 0.0205
Inverter: 3 / 11.3 / 0.00769
Clock buffer: 3 / 41.3 / 0.0282
Tap cell: 102 / 128 / 0.0872
Multi-Input combinational cell: 105 / 683 / 0.467
-- cell usage in the layout (no fill, tap or decap), types with 3 or more instances in the layout --
cell type	count
a21oi_1	4
and2_1	5
and3_1	4
clkbuf_8	3
clkdlybuf4s50_1	3
dfrtp_1	21
inv_1	3
nand2_1	8
nand3_1	8
nand4_1	7
nor2_1	19
nor4_1	3
o21ai_0	5
xnor2_1	6
xor2_1	13
-- logic make-up after synthesis --
logic type,synth area share
flops,0.433
fa+ha+maj,0.0192
compound gates,0.0833
xor+xnor,0.127
simple gates,0.293
buf+inv,0.0440
-- stage by stage --
| stage | setup slack, ns | util | hold WS, ns | std cells | cell area, µm² |
|---|---|---|---|---|---|
| after CTS | 2.93 | 0.191 | 0.333 | 240 | 1460 |
| final | 2.92 | 0.191 | 0.332 | 240 | 1460 |
| after global placement | 2.93 | 0.185 | 0.314 | 236 | 1420 |
| after floorplan | 3.40 | - | 0.310 | 140 | 1310 |
| after global routing | 2.65 | 0.191 | 0.354 | 240 | 1460 |
| after detailed placement | 2.94 | 0.185 | 0.312 | 236 | 1420 |
Power and IR drop assume default switching activity.
